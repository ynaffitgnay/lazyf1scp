File: flow/design.v
package UserParams;
parameter NUM_APPS = 1;
parameter CONFIG_APPS = 4;
endpackage
package ShellTypes;
parameter USE_ECC                 = 0;
parameter AVL_ADDR_WIDTH          = 26;
parameter AVL_DATA_WIDTH          = USE_ECC == 1 ? 512 : 576;
parameter AVL_SPARE_WIDTH         = USE_ECC == 1 ? 0   : 64;
parameter AVL_BE_WIDTH            = USE_ECC == 1 ? 64  : 72;
parameter AVL_SIZE                = 7;
parameter NUM_UMI                 = 1;
parameter UMI_ADDR_WIDTH          = 64;
parameter UMI_DATA_WIDTH          = USE_ECC == 0 ? 576 : 512;
parameter UMI_SPARE_WIDTH         = USE_ECC == 0 ?  64 :   0;
parameter UMI_MASK_WIDTH          = UMI_DATA_WIDTH / 8;
parameter PCIE_DATA_WIDTH         = 128;
parameter PCIE_SLOT_WIDTH         = 16;  
parameter PCIE_PAD_WIDTH          = $clog2(PCIE_DATA_WIDTH/8);
typedef struct packed {
	logic                      valid;
	logic                      isWrite;
	logic [UMI_ADDR_WIDTH-1:0] addr;
	logic [UMI_DATA_WIDTH-1:0] data;
} MemReq;
typedef struct packed {
	logic                      valid;
	logic [UMI_DATA_WIDTH-1:0] data;
} MemResp;
typedef struct packed {
	logic                       valid;
	logic                       isWrite;
	logic [31:0]                addr;
	logic [63:0]                data;
} SoftRegReq;
typedef struct packed {
	logic                       valid;
	logic [63:0]                data;
} SoftRegResp;
typedef struct packed {
	logic                       valid;
	logic [PCIE_DATA_WIDTH-1:0] data;
	logic [PCIE_SLOT_WIDTH-1:0] slot;
	logic [PCIE_PAD_WIDTH-1:0]  pad;
	logic                       last;
} PCIEPacket;
endpackage
module FourInputArbiter
(
	input  clk,
	input  rst,
	input[3:0] req,
	output[3:0] grant,
	output arb_req_out,
	input  arb_grant_in
);
	wire arb_req[1:0];
	wire arb_grant[1:0];
	TwoInputArbiter 
	rr_2in_arb_0
	(
		.clk(clk),
		.rst(rst),
		.req0(req[0]),
		.req1(req[1]),
		.grant0(grant[0]),
		.grant1(grant[1]),
		.arb_req(arb_req[0]),
		.arb_grant(arb_grant[0])
	);
	TwoInputArbiter 
	rr_2in_arb_1
	(
		.clk(clk),
		.rst(rst),
		.req0(req[2]),
		.req1(req[3]),
		.grant0(grant[2]),
		.grant1(grant[3]),
		.arb_req(arb_req[1]),
		.arb_grant(arb_grant[1])
	);		
	TwoInputArbiter 
	second_lvl_arb
	(
		.clk(clk),
		.rst(rst),
		.req0(arb_req[0]),
		.req1(arb_req[1]),
		.grant0(arb_grant[0]),
		.grant1(arb_grant[1]),
		.arb_req(arb_req_out),
		.arb_grant(arb_grant_in)
	);	
endmodule
module TwoInputArbiter
(
	input  clk,
	input  rst,
	input req0,
	input req1,
	output logic grant0,
	output logic grant1,
	output logic arb_req,
	input  arb_grant
);
	logic last_serviced;
	logic new_last_serviced;
	always@(posedge clk) begin
		if (rst) begin
			last_serviced <= 1'b1;
		end else begin
			last_serviced <= new_last_serviced;
		end
	end
	always_comb begin
		arb_req = req0 || req1;
		if (req0 && ((last_serviced != 1'b0) || !req1)) begin
			grant0 = arb_grant;
			grant1 = 1'b0;
			new_last_serviced = arb_grant ? 1'b0 : last_serviced;
		end else if (req1 && ((last_serviced != 1'b1) || !req0)) begin
			grant0 = 1'b0;
			grant1 = arb_grant;
			new_last_serviced = arb_grant ? 1'b1 : last_serviced;
		end else begin
			grant0 = 1'b0;
			grant1 = 1'b0;
			new_last_serviced = last_serviced;
		end
	end
endmodule
File: flow/run.sh
#!/bin/bash
# OpenROAD 26Q1-2900-gdf79404cd8, Yosys 0.63+post, stock flow scripts
make -C /OpenROAD-flow-scripts/flow DESIGN_CONFIG=/design/flow/config.mk WORK_HOME=/design/flow/orfs finish
File: flow/config.mk
export PLATFORM = sky130hd
export DESIGN_NAME = FourInputArbiter
export DESIGN_NICKNAME = FourInputArbiter
export VERILOG_FILES = /design/flow/design.v
export SDC_FILE = /design/flow/constraint.sdc
export NUM_CORES = 4
export LEC_CHECK = 1
export CORE_AREA = 10 10 70 70
export DIE_AREA = 0 0 80 80
File: flow/constraint.sdc
current_design FourInputArbiter

set clk_period 1.8
set clk_io_pct 0.2

create_clock -name clk0 -period $clk_period [get_ports {clk}]

set non_clock_inputs [all_inputs -no_clocks]
set_input_delay [expr $clk_period * $clk_io_pct] -clock clk0 $non_clock_inputs
set_output_delay [expr $clk_period * $clk_io_pct] -clock clk0 [all_outputs]
==> results.toml <==
# physical design summary
[outcome]
status = "completed"

[power]
power_frac_comb_pct = 27.9
clkPwrFrac_pct = 43.3
powerDensity_mw_per_mm2 = 541
max-vdd-ir-drop_mv = 0.109
power_frac_seq_pct = 28.8
power_w = 0.000268
leakagePower_nw = 0.224
p_int_w = 0.000201
power_switching_w = 0.0000676
swShare_pct = 25.2

[yosys]
top_cell_area_share_pct = 26.8
netlist_instances = 29
edf_count = 0
syn_area_um2 = 224
yosys_warnings = 2
top_cells_by_count = "a21oi_1 (4), buf_4 (4), nand3_1 (4)"
ys_cells = 29
avgSynthCellArea_um2 = 7.72
yosys-top-cells-area = "dfxtp_1 (27%), buf_4 (13%), a21oi_1 (8.9%), a311o_1 (8.9%), nand3_1 (8.9%)"
synth.distinct_cells = 14
ys_area_um2 = 224
ys_async_sr_fraction_pct = 0
ff_type = "dfxtp_1"
yosysTopAreaCell = "dfxtp_1"
ys_seq_elements = 3
ys_seq_share_pct = 26.8

[timing]
period_used_pct = 96.4
fmax_mhz = 577
rsz0062_at_grt = "no"
min_period_ns = 1.73
final.setup_skew_ns = 0.00281
setup_viol = 0
drv_slew = 0
tightest_slew_ns = 0.215
final-hold-violation-count = 0
maxSlewHeadroom_pct = 85.6

[worst_setup_path]
cp_common_cell = "buf_4"
required_ns = 1.92
r2r_end = "rr_2in_arb_1.last_serviced$_SDFFE_PP1P_"
crit_path_end_kind = "register"
cp_max_fo = 5
path_class = "in2reg"
slowest_delay_ns = 0.31
cpMaxStageDelayCell = "dlygate4sd2_1"
r2r_cells = 10
arrival_ns = 1.85
r2r_start = "second_lvl_arb.last_serviced$_SDFFE_PP1P_"
cp_cell_sequence = "dlygate4sd2_1, nand3_2, buf_4, buf_4, buf_4, buf_4, buf_4, buf_4, buf_4, o31a_1"
rrSetupSlack_ns = 0.09
worstSetupStartpointType = "input pin"

[final_layout]
drive_above_1_share_pct = 40.7
final_area_um2 = 495
fin_util_pct = 14.5
nFillCells = 390
syn_to_final_growth_pct = 121

[detailed_routing]
viasPerCell = 3.10
routed_wl_um = 849
drc = 0
first_iter_violations = 10
antenna_cells = 0
drt_pass1_iterations = 2
vias = 310
ant_nets = 0
wire_per_inst_um = 8.49

[placed_design]
dpl.hpwl_um = 600
gp_routability_congestion = 0.669
dpl_cell_area_um2 = 414
io_buffers = 11

[clocking]
clock-root-buffer = "clkbuf_4"
htreeDepth = 1
cts_tree = "built"
cts_hold_buffers = 0
cts_sinks = 3
cts.clk_slew.worst_paths_ns = 0.04
clock_path_buffers = 2
worstSkewPairLatency_ns = 0.23
numCtsBuffers = 3

[hold_path]
hold_path.class = "in2reg"
hold_start = "req[0]"
min_path_cells = 3
min_to = "rr_2in_arb_0.last_serviced$_SDFFE_PP1P_"

[global_route]
grt_max_degree = 6
grt_antenna_before_repair = 0
grt_overflow_total = 0
grt_pass1_wl_um = 1360
grt_pass1_vias = 343
gr-usage-all-layers_pct = 2.61

[die]
rows = 21
dieArea_mm2 = 0.00640
die-width_um = 80
die_h_um = 80
core_area_mm2 = 0.00342
fp_util_pct = 6.56
ios = 12

[job]
cap_viol_max_count = 0
openroad.warnings = 25
kinds of logic after synthesis:
logic type	Yosys count	synth area share [%]
flip-flops	3	26.8
AND-OR/OR-AND	12	39.1
buffers and inverters	6	16.8
AND/OR/NAND/NOR	8	17.3
how the worst max path moves through the flow:
| stage | depth (start not counted) | from | end | slack, ns |
|---|---|---|---|---|
| after CTS | 11 | req[0] | rr_2in_arb_1.last_serviced$_SDFFE_PP1P_ | 0.008 |
| after global routing | 5 | req[3] | arb_req_out | 0.001 |
| final | 10 | arb_grant_in | rr_2in_arb_1.last_serviced$_SDFFE_PP1P_ | 0.07 |
worst max-delay path, delay by kind of cell:
family          cells  cell delay, ns
simple gates        1            0.11
compound gates      1            0.22
buf+inv             8            1.17
routing by layer:
| layer | GRT usage [%] | wire (µm) | share of wire, % |
|---|---|---|---|
| met1 | 2.19 | 342 | 40 |
| met2 | 4.74 | 421 | 50 |
| met3 | 1.82 | 86 | 10 |
| met4 | 0.880 | 0 | 0 |
| met5 | 0 | 0 | 0 |
power by group through the flow:
stage / Sequential [W] / Combinational, W / Clock, W
5_1_grt: 0.0000777 / 0.0000820 / 0.000128
6_report: 0.0000773 / 0.0000748 / 0.000116
4_1_cts: 0.0000764 / 0.0000677 / 0.000125
per-stage QoR:
stage                     hold slack [ns]  cells  worst slack, ns  TNS, ns
after floorplan                     0.454     29            0.571        0
after CTS                           0.538     99          0.00806        0
final                               0.513    100           0.0654        0
after global placement              0.527     89           -0.365    -1.45
after detailed placement            0.530     89           -0.359    -1.43
after global routing                0.541    100          0.00146        0
placed cells by master, fill, tap and decap left out, drive strengths merged, types with 2 or more instances in the layout:
cell type | Yosys | routed
a21oi | 4 | 4
a311o | 2 | 2
buf | 4 | 15
clkbuf | 0 | 5
clkdlybuf4s50 | 0 | 2
dfxtp | 3 | 3
dlygate4sd2 | 0 | 6
inv | 2 | 2
nand3 | 4 | 4
nor2 | 2 | 2
o21ai | 2 | 2
o31a | 2 | 2
area by class of cell:
type / count / area, µm² / share of cell area, %
inverters: 2 / 7.51 / 1.52
clock buffers: 4 / 26.3 / 5.30
well taps: 46 / 57.6 / 11.6
repair buffers: 25 / 201 / 40.7
flip-flops and latches: 3 / 60.1 / 12.1
multi-input cells: 20 / 143 / 28.8
flip-flops by register name, summed over array words and instances (netlist names):
signal,cells
rr_2in_arb_0.last_serviced,1
rr_2in_arb_1.last_serviced,1
second_lvl_arb.last_serviced,1
repair_timing:
action	CTS	global route
pin swaps	4	2
setup endpoints to repair	5	1
buffers inserted	6	1
gates resized	13	6
hold endpoints to repair	0	0
Power is estimated from default activity; no workload was simulated.
