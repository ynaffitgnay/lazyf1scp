## flow/design.v

```verilog
package UserParams;
parameter NUM_APPS = 1;
parameter CONFIG_APPS = 4;
endpackage
package ShellTypes;
parameter USE_ECC                 = 0;
parameter AVL_ADDR_WIDTH          = 26;
parameter AVL_DATA_WIDTH          = USE_ECC == 1 ? 512 : 576;
parameter AVL_SPARE_WIDTH         = USE_ECC == 1 ? 0   : 64;
parameter AVL_BE_WIDTH            = USE_ECC == 1 ? 64  : 72;
parameter AVL_SIZE                = 7;
parameter NUM_UMI                 = 1;
parameter UMI_ADDR_WIDTH          = 64;
parameter UMI_DATA_WIDTH          = USE_ECC == 0 ? 576 : 512;
parameter UMI_SPARE_WIDTH         = USE_ECC == 0 ?  64 :   0;
parameter UMI_MASK_WIDTH          = UMI_DATA_WIDTH / 8;
parameter PCIE_DATA_WIDTH         = 128;
parameter PCIE_SLOT_WIDTH         = 16;  
parameter PCIE_PAD_WIDTH          = $clog2(PCIE_DATA_WIDTH/8);
typedef struct packed {
	logic                      valid;
	logic                      isWrite;
	logic [UMI_ADDR_WIDTH-1:0] addr;
	logic [UMI_DATA_WIDTH-1:0] data;
} MemReq;
typedef struct packed {
	logic                      valid;
	logic [UMI_DATA_WIDTH-1:0] data;
} MemResp;
typedef struct packed {
	logic                       valid;
	logic                       isWrite;
	logic [31:0]                addr;
	logic [63:0]                data;
} SoftRegReq;
typedef struct packed {
	logic                       valid;
	logic [63:0]                data;
} SoftRegResp;
typedef struct packed {
	logic                       valid;
	logic [PCIE_DATA_WIDTH-1:0] data;
	logic [PCIE_SLOT_WIDTH-1:0] slot;
	logic [PCIE_PAD_WIDTH-1:0]  pad;
	logic                       last;
} PCIEPacket;
endpackage
module Counter64
(
    input                               clk,
    input                               rst, 
	input								increment,
	output[63:0]						count
);
	reg[31:0]  lower;
	reg[31:0]  upper;
	logic[31:0] new_lower;
	logic[31:0] new_upper;
	assign count = {upper,lower};
	always@(posedge clk) begin : counter64_update
		if (rst) begin
			lower <= 32'h0000_0000;
			upper <= 32'h0000_0000;
		end else begin
			lower <= new_lower;
			upper <= new_upper;
		end
	end
	always_comb begin : counter64_update_logic
		new_lower = lower;
		new_upper = upper;
		if (increment) begin
			if (lower == 32'hFFFF_FFFF) begin
				new_upper = upper + 32'h1;
				new_lower = 32'h0;
			end else begin
				new_lower = lower + 32'h1;
			end
		end
	end
endmodule
```

## flow/run.sh

```bash
#!/bin/bash
# OpenROAD 26Q1-2900-gdf79404cd8, Yosys 0.63+post, stock flow scripts
make -C /OpenROAD-flow-scripts/flow DESIGN_CONFIG=/design/flow/config.mk WORK_HOME=/design/flow/orfs finish
```

## flow/config.mk

```make
export PLATFORM = sky130hd
export DESIGN_NAME = Counter64
export DESIGN_NICKNAME = Counter64
export VERILOG_FILES = /design/flow/design.v
export SDC_FILE = /design/flow/constraint.sdc
export NUM_CORES = 4
export LEC_CHECK = 1
export CORE_UTILIZATION = 40
```

## flow/constraint.sdc

```tcl
current_design Counter64

set clk_period 8.6
set clk_io_pct 0.2

create_clock -name clk0 -period $clk_period [get_ports {clk}]

set non_clock_inputs [all_inputs -no_clocks]
set_input_delay [expr $clk_period * $clk_io_pct] -clock clk0 $non_clock_inputs
set_output_delay [expr $clk_period * $clk_io_pct] -clock clk0 [all_outputs]
```

==> job_summary.md <==
### Yosys + OpenROAD results

| Metric | Value |
|---|---|
| Overall fraction of global-route tracks in use | 0.177 |
| Post-Place Worst Slack | 3.87 ns |
| P&R area growth vs syn | 30.1% |
| OpenROAD warning count | 25 |
| Placed cell areas | between 3000 and 4000 sq um |
| Hold WC Path Type | reg -> reg |
| Placeable core region | 7250 sq um |
| Via count normalized by instance count | 5.25 |
| Number of clock sinks | 64 |
| # fillers | 659 |
| Final number of max-transition violations | 0 |
| Count of different cell masters after synthesis | 33 |
| Final worst-path cycle share | 0.507 |
| Total of max-cap violations | 0 |
| Setup repair after global routing missed its margin | false |
| Standard-cell rows | 31 |
| Pwr dens | 135 nW/um^2 |
| Iteration count of the initial detailed-routing pass | 4 |
| Synthesis Warnings | 1 |
| Initial antenna violation count | 0 |
| Post-Syn Instances | 353 |
| Global-route wire length before repair | 10,900 um |
| Port buffer count | 66 |
| Post-route setup TNS | 0 ns |
| Global route overflow | 0 |
| Number of H-tree levels | 3 |
| Combined area of the multi-input logic cells | between 1500 and 2000 sq um |
| Via count of the first global-routing pass | 2,318 |
| Routed wire length | approximately 6700 um |
| Number of hold violations in the final report | 0 |
| Tightest Pin Transition | 0.803 ns |
| Flip-flop and latch count after synthesis | 64 |
| Total design power | 529 uW |
| Crit-path max FO | 25 |
| Hold Buf Count CTS | 0 |
| DR DRC count | 0 |
| Post-CTS Setup Repair Bufs | 0 |
| Data arrival at the endpoint of the critical path | about 4.6 ns |
| Post-detail-place hpwl | 4580 um |
| Clk_skew | 0.00552 ns |
| Io pins | about 67 |
| Initial Util | 0.414 |
| Highest clock frequency the design can meet | between 200 and 250 MHz |
| Count of antenna-violating nets left after detailed routing | 0 |
| WL per Instance | 12.9 um |
| Setup crit start kind | primary input |
| Count of vias placed by the detailed router | 2,744 |
| Finish-stage setup viols | 0 |
| Cell Count, Final, Fillers Out | 523 |
| Worst-case setup margin in the final layout | 4.24 ns |
| Total instance count after detailed placement | about 510 |
| Clock edge transition at the registers on the reported setup and hold paths | 0.07 ns |
| Flip-flop and latch area | 1280 sq um |
| Netlist area before placement | 3000 sq um |
| Number of cells in Yosys stat | 353 |
| Minimum hold slack | around 0.48 ns |
| Layout cell share with drive strength beyond 1 | 0.0613 |
| Type of the setup path with the least slack | in -> reg |
| ANT cells | 0 |
| Final design instance area without fill | about 3900 sq um |
| Root buffer selected by CTS | clkbuf_8 |
| Die X | 88.6 um |
| Most instantiated logic cell after routing | clkdlybuf4s50_1 |
| Final core utilization | 0.539 |
| Final GP Congestion | 0.776 |
| Die height | 88.6 um |
| Kind of end point of the critical path | register |
| Total cell area reported by yosys after synthesis | 3000 sq um |
| Clock tree from TritonCTS | built |
| Mean area per synthesized cell | 8.50 sq um |
| Maximum root-to-sink buffer count | 2 |
| Share of the yosys chip area belonging to registers | 0.427 |
| Leak | 1.27 nW |
| Result of the run | completed |
| Pin count of the biggest net entering global routing | 37 |
| Detailed router's first-iteration violation count | 57 |
| Skew-Pair Late Insertion Delay | 0.33 ns |
| Slew Limit Headroom | 0.463 |
| Crit path time final | between 4 and 5 ns |
| Peak supply drop | 76.2 uV |
| Data required, critical path | 8.86 ns |
| Post-cts sizing count | 0 |
| Chip area | 7850 sq um |
| Most frequent cells in the layout | clkdlybuf4s50_1, dfxtp_1, nor2_1 |
| CTS buffer count | 9 |
==> cell families (layout without fill, tap and decap cells) <==
group / count (synthesis) / in the layout / synth area share
simple gates: 177 / 177 / 0.336
flops: 64 / 64 / 0.427
compound gates: 57 / 57 / 0.100
xor+xnor: 33 / 33 / 0.0963
buf+inv: 19 / 90 / 0.0288
fa+ha+maj: 2 / 2 / 0.00834
mux: 1 / 1 / 0.00333
==> area by class of cell <==
type | instances | share of cell area
clock inverter | 4 | 0.00512
inverter | 5 | 0.00480
clock buffer | 12 | 0.0372
multi-input combinational | 270 | 0.418
timing repair buffer | 69 | 0.175
tap | 99 | 0.0317
sequential | 64 | 0.328
==> critical path, stage by stage <==
cell	delay, ns
clkdlybuf4s50_1	0.59
nand4_2	0.25
nor4_2	0.50
nand3_1	0.69
or4_1	0.72
a21oi_1	0.15
==> Yosys cell counts (all sizes together) <==
master / number / share of area
and4b: 1 / 0.0033
nand3b: 1 / 0.0025
or4: 11 / 0.031
nor4: 3 / 0.010
nand3: 21 / 0.035
nand2b: 3 / 0.0063
mux2i: 1 / 0.0033
nor2: 43 / 0.054
xnor2: 8 / 0.023
xor2: 25 / 0.073
and3: 6 / 0.013
nand4: 28 / 0.068
buf: 3 / 0.0088
nand2: 22 / 0.028
a21oi: 30 / 0.050
or3: 19 / 0.040
o31ai: 6 / 0.015
o21ai: 21 / 0.035
and4: 8 / 0.023
or2: 1 / 0.0021
nor3: 3 / 0.0050
and2: 3 / 0.0063
ha: 2 / 0.0083
nand4b: 2 / 0.0058
nor2b: 2 / 0.0042
inv: 5 / 0.0063
clkbuf: 11 / 0.014
dfxtp: 64 / 0.43
==> final timing paths <==
kind / from / end / slack [ns] / depth (start not counted)
worst max-delay path: increment / upper[5]$_SDFFE_PP0P_ / 4.24 / 6
worst min-delay path: upper[31]$_SDFFE_PP0P_ / upper[31]$_SDFFE_PP0P_ / 0.48 / 2
worst max register to register: lower[0]$_SDFFE_PP0P_ / upper[5]$_SDFFE_PP0P_ / 5.60 / 6
worst min register to register: upper[31]$_SDFFE_PP0P_ / upper[31]$_SDFFE_PP0P_ / 0.48 / 2
==> sequential cells by signal, summed over array words and instances (netlist names) <==
register,flops
lower,32
upper,32
==> per-layer routing <==
layer | track usage | part of all wire
met3 | 0.0227 | 0.034
met2 | 0.273 | 0.46
met4 | 0.0264 | 0.011
met1 | 0.278 | 0.50
met5 | 0 | 0
==> power by group <==
group          internal [mW]  switching, mW  total (mW)
Combinational        0.00367        0.00613     0.00981
Sequential             0.297       0.000829       0.298
Clock                  0.111          0.111       0.221
Power is estimated from default activity; no workload was simulated.
