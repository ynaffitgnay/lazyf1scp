==> design/flow/design.v <==
package UserParams;
parameter NUM_APPS = 1;
parameter CONFIG_APPS = 4;
endpackage
package ShellTypes;
parameter USE_ECC                 = 0;
parameter AVL_ADDR_WIDTH          = 26;
parameter AVL_DATA_WIDTH          = USE_ECC == 1 ? 512 : 576;
parameter AVL_SPARE_WIDTH         = USE_ECC == 1 ? 0   : 64;
parameter AVL_BE_WIDTH            = USE_ECC == 1 ? 64  : 72;
parameter AVL_SIZE                = 7;
parameter NUM_UMI                 = 1;
parameter UMI_ADDR_WIDTH          = 64;
parameter UMI_DATA_WIDTH          = USE_ECC == 0 ? 576 : 512;
parameter UMI_SPARE_WIDTH         = USE_ECC == 0 ?  64 :   0;
parameter UMI_MASK_WIDTH          = UMI_DATA_WIDTH / 8;
parameter PCIE_DATA_WIDTH         = 128;
parameter PCIE_SLOT_WIDTH         = 16;  
parameter PCIE_PAD_WIDTH          = $clog2(PCIE_DATA_WIDTH/8);
typedef struct packed {
	logic                      valid;
	logic                      isWrite;
	logic [UMI_ADDR_WIDTH-1:0] addr;
	logic [UMI_DATA_WIDTH-1:0] data;
} MemReq;
typedef struct packed {
	logic                      valid;
	logic [UMI_DATA_WIDTH-1:0] data;
} MemResp;
typedef struct packed {
	logic                       valid;
	logic                       isWrite;
	logic [31:0]                addr;
	logic [63:0]                data;
} SoftRegReq;
typedef struct packed {
	logic                       valid;
	logic [63:0]                data;
} SoftRegResp;
typedef struct packed {
	logic                       valid;
	logic [PCIE_DATA_WIDTH-1:0] data;
	logic [PCIE_SLOT_WIDTH-1:0] slot;
	logic [PCIE_PAD_WIDTH-1:0]  pad;
	logic                       last;
} PCIEPacket;
endpackage
module HullFIFO #(parameter TYPE = 0, WIDTH = 32, LOG_DEPTH = 2)
(
    input  clock,
    input  reset_n,
    input             wrreq,  
    input[WIDTH-1:0]  data, 
    output            full,
    output[WIDTH-1:0] q,  
    output logic      empty,
    input             rdreq  
);
	wire half_full;
	wire data_valid;
    generate
        if (TYPE == 0) begin : Hull_SoftFIFO
            SoftFIFO
            #(
                .WIDTH                  (WIDTH),
                .LOG_DEPTH              (LOG_DEPTH)
            )
            softfifo_inst
            (
                .clock                  (clock),
                .reset_n                (reset_n),
                .wrreq                  (wrreq),
                .data                   (data),
                .full                   (full),
                .q                      (q),
                .empty                  (empty),
                .rdreq                  (rdreq)
            );
        end else if (TYPE == 1) begin : Hull_CatapultFIFO
            FIFO
            #(
                .WIDTH                  (WIDTH),
                .LOG_DEPTH              (LOG_DEPTH)
            )
            catapultfifo_inst
            (
                .clock                  (clock),
                .reset_n                (reset_n),
                .wrreq                  (wrreq),
                .data                   (data),
                .full                   (full),
                .q                      (q),
                .empty                  (empty),
                .rdreq                  (rdreq)
            );
        end else if (TYPE == 2) begin : Hull_F1_FlopFIFO
			flop_fifo
			#(
				.WIDTH(WIDTH),
				.DEPTH((1 << LOG_DEPTH))  
			)
			f1_flopfifo_inst
			(
				.clk(clock), 
				.rst_n(reset_n), 
				.sync_rst_n(1'b1),  
				.cfg_watermark((1 << LOG_DEPTH) - 1),  
				.push(wrreq),
				.push_data(data), 
				.pop(rdreq),
				.pop_data(q), 
				.half_full(half_full), 
				.watermark(full),
				.data_valid(data_valid)
			);
			assign empty = !data_valid;
        end else if (TYPE == 3) begin : Hull_F1_BRAM_FIFO
		end
    endgenerate
endmodule
module SoftFIFO  #(parameter WIDTH = 512, LOG_DEPTH = 9)
(
	input  clock,
	input  reset_n,
	input  wrreq,  
	input[WIDTH-1:0] data, 
	output full,                   
	output[WIDTH-1:0] q,  
	output empty,              
	input  rdreq  
);
logic[WIDTH-1:0] buffer[(1 << LOG_DEPTH)-1:0];
logic[LOG_DEPTH:0] counter;
logic[LOG_DEPTH:0]  new_counter;
logic[LOG_DEPTH-1:0] rd_ptr, wr_ptr; 
logic[LOG_DEPTH-1:0]  new_rd_ptr, new_wr_ptr;
assign empty = (counter == 0);
assign full  = (counter == (1 << LOG_DEPTH));
assign q     = buffer[rd_ptr];
always @(posedge clock) begin
	if (!reset_n) begin
		counter <= 0;
		rd_ptr  <= 0;
		wr_ptr  <= 0;
	end else begin
		counter <= new_counter;
		rd_ptr  <= new_rd_ptr;
		wr_ptr  <= new_wr_ptr;
	end
end
always @(posedge clock) begin
	if (!full && wrreq) begin
		buffer[wr_ptr] <= data;
	end else begin
		buffer[wr_ptr] <= buffer[wr_ptr];
	end
end
always_comb begin
	if ((!full && wrreq) && (!empty && rdreq)) begin
		new_counter = counter;
		new_rd_ptr  = rd_ptr + 1;
		new_wr_ptr  = wr_ptr + 1;
	end	else if (!full && wrreq) begin
		new_counter = counter + 1;
		new_rd_ptr  = rd_ptr;
		new_wr_ptr  = wr_ptr + 1;
	end else if (!empty && rdreq) begin
		new_counter = counter - 1;
		new_rd_ptr  = rd_ptr + 1;
		new_wr_ptr  = wr_ptr;
	end else begin
		new_counter = counter;
		new_rd_ptr = rd_ptr;
		new_wr_ptr = wr_ptr;
	end
end
endmodule 
==> design/flow/run.sh <==
#!/bin/bash
# OpenROAD 26Q1-2900-gdf79404cd8, Yosys 0.63+post, stock flow scripts
make -C /OpenROAD-flow-scripts/flow DESIGN_CONFIG=/design/flow/config.mk WORK_HOME=/design/flow/orfs finish
==> design/flow/config.mk <==
export PLATFORM = sky130hd
export DESIGN_NAME = HullFIFO
export DESIGN_NICKNAME = HullFIFO
export VERILOG_FILES = /design/flow/design.v
export SDC_FILE = /design/flow/constraint.sdc
export NUM_CORES = 4
export LEC_CHECK = 1
export CORE_UTILIZATION = 30
==> design/flow/constraint.sdc <==
current_design HullFIFO

set clk_period 10.1
set clk_io_pct 0.2

create_clock -name clk0 -period $clk_period [get_ports {clock}]

set non_clock_inputs [all_inputs -no_clocks]
set_input_delay [expr $clk_period * $clk_io_pct] -clock clk0 $non_clock_inputs
set_output_delay [expr $clk_period * $clk_io_pct] -clock clk0 [all_outputs]
==> qor_table.md <==
| Metric | This run | Unit |
| --- | --- | --- |
| Most common reg cell | edfxtp_1 | - |
| Number of setup violations in the final report | 0 | - |
| Hold-fix buffers, CTS | 0 | - |
| PD cells | 252 | nW/um2 |
| EDFF count, synth | 128 | - |
| Dpl hpwl | 5460 | um |
| Async set or reset register ratio after synthesis | 0 | % |
| CTS buffer count | 17 | - |
| Count of standard-cell rows | 47 | - |
| Worst Setup End Kind | output port | - |
| Post-cts sizing count | 0 | - |
| First-pass GRT wire length | 14,800 | um |
| RSZ-0062 raised after global routing | false | - |
| Yosys warning count | 1 | - |
| Core Box Area | 16,700 | um2 |
| Post-layout total power | 1.69 | mW |
| Tool Warnings | 29 | - |
| Final cycle utilization of the critical path | 43.8 | % |
| Worst slack on hold paths | 0.476 | ns |
| Final min period | 4.42 | ns |
| Tightest Hold Check Type | reg -> reg | - |
| Achievable frequency | 0.226 | GHz |
| Fraction of the yosys area taken by sequential cells | 78.0 | % |
| Chip area in the Yosys report | 5160 | um2 |
| Antenna-violating nets left | 0 | - |
| Vias | 2,428 | - |
| Detailed-routing iteration count for the pre-antenna-repair pass | 4 | - |
| CP Launch Type | flop | - |
| Share of the synthesized area in the top cell type | 74.5 | % |
| Number of different library cells in the post-synthesis netlist | 27 | - |
| DRC violations left | 0 | - |
| Clock tree root buffer cell | clkbuf_16 | - |
| Non-Filler Cell Area, Final | 6700 | um2 |
| Final max-slew violation count | 0 | - |
| Highest fanout seen on the critical path | 28 | - |
| Die extent in x | 133 | um |
| Result of the run | finished, final reports clean | - |
| Share of layout cells above drive strength 1 | 23.1 | % |
| Count of maximum capacitance violations | 0 | - |
| Routability Congestion | 0.720 | - |
| Leading cell types by count after synthesis | edfxtp_1, mux4_2, dfxtp_1, inv_1, ha_1 | - |
| Sink count of the clock tree | 137 | - |
| Wire length after detailed routing | 9110 | um |
| Worst slew margin relative to its limit | 59.8 | % |
| Pin count of the biggest net entering global routing | 29 | - |
| Number of global-route vias before repair | 2,778 | - |
| Synth-to-Final Area Change | 29.9 | % |
| Via density per instance | 4.46 | - |
| Post-synthesis instance total | 226 | - |
| Worst-Skew Late Latency | 0.41 | ns |
| Post-synthesis cell type with the largest combined area | edfxtp_1 | - |
| Placed Area | 6100 | um2 |
| Post-DR wirelength/cell | 16.7 | um |
| Average cell area after synthesis | 22.8 | um2 |
| Leakage power | 2.18 | nW |
| Crit path kind | reg -> out | - |
| Initial Utilization | 30.9 | % |
| Initial antenna violation count | 0 | - |
| Post-synth design cell area | 5160 | um2 |
| CTS Buffer Depth | 2 | - |
| Maximum vdd drop | 0.120 | mV |
| I/O Pins | 70 | - |
| Most frequent cell after synthesis | edfxtp_1 | - |
| Required time reported for the critical path endpoint | 8.08 | ns |
| Registers, synthesis | 137 | - |
| Clock tree from TritonCTS | yes | - |
| Least-Margin Pin Slew | 0.603 | ns |
| Count of input and output buffers | 69 | - |
| Count of routing violations after the opening detailed-route iteration | 169 | - |
| Setup bufs post-CTS | 0 | - |
| Dominant cells by area after synthesis | edfxtp_1, mux4_2, dfxtp_1 | - |
| Clock-pin slew on the worst setup and hold paths | 0.06 | ns |
| GR Util All Layers | 11.9 | % |
| Antenna diode count | 0 | - |
| CP Data Arrival Time | 2.40 | ns |
| Total die area | 17,700 | um2 |
| H-Tree Level Count | 4 | - |
| Grt ovf | 0 | - |
| Layout Skew | 0.00841 | ns |
| Final hold vios | 0 | - |
| Height of the die | 133 | um |
| Post-synthesis cell count from yosys | 226 | - |
| Setup_tns | 0 | ns |
==> report_power, final <==
part / switching, mW / internal, mW
Combinational: 0.133 / 0.222
Sequential: 0.0243 / 0.690
Clock: 0.229 / 0.388
Total: 0.386 / 1.30
==> cells by family (layout without fill, tap and decap cells) <==
family	Yosys count	after routing	synth area share [%]
muxes	34	34	14.4
DFF	137	137	78.0
buffers and inverters	17	115	2.04
and+or+nand+nor	17	17	1.99
xor gates and xnor gates	3	3	0.509
adders and majority gates	7	7	1.84
AOI/OAI and AO/OA	11	11	1.26
==> per-stage QoR <==
step,util (%),worst slack (ns),std cells
after global placement,36.5,6.02,512
after CTS,40.1,5.57,544
final,40.1,5.68,544
after floorplan,-,6.65,226
after detailed placement,36.5,5.99,512
after global routing,40.1,5.48,544
==> worst max-delay path: stages (launching register included) <==
cell             delay [ns]
dfxtp_2                0.41
buf_4                  0.52
mux4_2                 0.61
clkdlybuf4s50_1        0.43
==> layer usage <==
layer	track usage (%)	vias up	part of all wire [%]	wire length, um
li1	-	1108	-	-
met1	15.5	1186	38	3480
met5	0	-	0	0
met2	18.7	124	50	4530
met3	6.45	10	11	969
met4	1.64	0	1.4	127
==> registers in the layout (all words and copies together), names as in the netlist, named ones only <==
| register | cells |
|---|---|
| Hull_SoftFIFO.softfifo_inst.buffer | 128 |
| Hull_SoftFIFO.softfifo_inst.counter | 3 |
| Hull_SoftFIFO.softfifo_inst.rd_ptr | 2 |
| Hull_SoftFIFO.softfifo_inst.wr_ptr | 2 |
==> final timing paths <==
check	from	endpoint	slack, ns	cells past startpoint
setup / recovery	flop	q[29]	5.68	3
hold / removal	Hull_SoftFIFO.softfifo_inst.rd_ptr[1]	flop	0.48	2
setup reg to reg	Hull_SoftFIFO.softfifo_inst.counter[0]	Hull_SoftFIFO.softfifo_inst.counter[2]	7.92	8
hold reg to reg	Hull_SoftFIFO.softfifo_inst.rd_ptr[1]	flop	0.48	2
==> final cells by class <==
| cell class | instances | area (um2) |
|---|---|---|
| repair buffers | 75 | 736 |
| fillers | 1491 | 10000 |
| flip-flops and latches | 137 | 4030 |
| inverters | 8 | 35.0 |
| well taps | 220 | 275 |
| multi-input cells | 72 | 1030 |
| clock buffers | 17 | 425 |
| clock inverters | 15 | 175 |
==> cell usage in the layout (no fill, tap or decap), types with 3 or more instances in the layout <==
master / synthesis / layout
edfxtp_1: 128 / 128
clkdlybuf4s50_1: 0 / 69
mux4_2: 32 / 32
clkbuf_16: 0 / 17
dfxtp_1: 9 / 7
inv_1: 7 / 7
ha_1: 6 / 6
buf_4: 0 / 6
clkinv_4: 1 / 5
and3_2: 4 / 4
a21oi_1: 4 / 4
nor2_1: 3 / 3
inv_6: 0 / 3
bufinv_16: 0 / 3
clkinv_1: 0 / 3
Power is estimated from default activity; no workload was simulated.
