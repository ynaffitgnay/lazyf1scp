### flow/design.v
package UserParams;
parameter NUM_APPS = 1;
parameter CONFIG_APPS = 4;
endpackage
package ShellTypes;
parameter USE_ECC                 = 0;
parameter AVL_ADDR_WIDTH          = 26;
parameter AVL_DATA_WIDTH          = USE_ECC == 1 ? 512 : 576;
parameter AVL_SPARE_WIDTH         = USE_ECC == 1 ? 0   : 64;
parameter AVL_BE_WIDTH            = USE_ECC == 1 ? 64  : 72;
parameter AVL_SIZE                = 7;
parameter NUM_UMI                 = 1;
parameter UMI_ADDR_WIDTH          = 64;
parameter UMI_DATA_WIDTH          = USE_ECC == 0 ? 576 : 512;
parameter UMI_SPARE_WIDTH         = USE_ECC == 0 ?  64 :   0;
parameter UMI_MASK_WIDTH          = UMI_DATA_WIDTH / 8;
parameter PCIE_DATA_WIDTH         = 128;
parameter PCIE_SLOT_WIDTH         = 16;  
parameter PCIE_PAD_WIDTH          = $clog2(PCIE_DATA_WIDTH/8);
typedef struct packed {
	logic                      valid;
	logic                      isWrite;
	logic [UMI_ADDR_WIDTH-1:0] addr;
	logic [UMI_DATA_WIDTH-1:0] data;
} MemReq;
typedef struct packed {
	logic                      valid;
	logic [UMI_DATA_WIDTH-1:0] data;
} MemResp;
typedef struct packed {
	logic                       valid;
	logic                       isWrite;
	logic [31:0]                addr;
	logic [63:0]                data;
} SoftRegReq;
typedef struct packed {
	logic                       valid;
	logic [63:0]                data;
} SoftRegResp;
typedef struct packed {
	logic                       valid;
	logic [PCIE_DATA_WIDTH-1:0] data;
	logic [PCIE_SLOT_WIDTH-1:0] slot;
	logic [PCIE_PAD_WIDTH-1:0]  pad;
	logic                       last;
} PCIEPacket;
endpackage
module Two2OneEncoder(
input[1:0]  one_hots,
output logic mux_select
);
always_comb begin
	if (one_hots[1] == 1'b1) begin
		mux_select = 1'b1;
	end else begin
		mux_select = 1'b0;
	end
end
endmodule
module Four2OneEncoder(
input[3:0]  one_hots,
output logic[1:0] mux_select
);
always_comb begin
	if (one_hots[3] == 1'b1) begin
		mux_select = 2'b11;
	end else if (one_hots[2] == 1'b1) begin
		mux_select = 2'b10;
	end else if (one_hots[1] == 1'b1) begin
		mux_select = 2'b01;
	end else begin
		mux_select = 2'b00;
	end
end
endmodule
module Eight2OneEncoder(
input[7:0]  one_hots,
output logic[2:0] mux_select
);
always_comb begin
	if (one_hots[7] == 1'b1) begin
		mux_select = 3'b111;
	end else if (one_hots[6] == 1'b1) begin
		mux_select = 3'b110;
	end else if (one_hots[5] == 1'b1) begin
		mux_select = 3'b101;
	end else if (one_hots[4] == 1'b1) begin
		mux_select = 3'b100;
	end else if (one_hots[3] == 1'b1) begin
		mux_select = 3'b011;
	end else if (one_hots[2] == 1'b1) begin
		mux_select = 3'b010;
	end else if (one_hots[1] == 1'b1) begin
		mux_select = 3'b001;
	end else begin
		mux_select = 3'b000;
	end
end
endmodule
module OneHotEncoder #(parameter ONE_HOTS = 2, MUX_SELECTS = 1)
(
	input[ONE_HOTS-1:0] one_hots,
	output logic[MUX_SELECTS-1:0] mux_select
);
	generate 
		if (ONE_HOTS == 1) begin : config_one
			assign mux_select = 1'b0;
		end else if (ONE_HOTS == 2) begin : config_two
			Two2OneEncoder
			two2one_inst(
				.one_hots(one_hots),
				.mux_select(mux_select)
			);
		end else if (ONE_HOTS == 4) begin : config_four
			Four2OneEncoder
			four2one_inst(
				.one_hots(one_hots),
				.mux_select(mux_select)
			);		
		end else if (ONE_HOTS == 8) begin : config_eight
			Eight2OneEncoder
			eight2one_inst(
				.one_hots(one_hots),
				.mux_select(mux_select)
			);
		end
	endgenerate
endmodule
### flow/run.sh
#!/bin/bash
# OpenROAD 26Q1-2900-gdf79404cd8, Yosys 0.63+post, stock flow scripts
make -C /OpenROAD-flow-scripts/flow DESIGN_CONFIG=/design/flow/config.mk WORK_HOME=/design/flow/orfs finish
### flow/config.mk
export PLATFORM = sky130hd
export DESIGN_NAME = Eight2OneEncoder
export DESIGN_NICKNAME = Eight2OneEncoder
export VERILOG_FILES = /design/flow/design.v
export SDC_FILE = /design/flow/constraint.sdc
export NUM_CORES = 4
export LEC_CHECK = 1
export CORE_AREA = 10 10 70 70
export DIE_AREA = 0 0 80 80
### flow/constraint.sdc
current_design Eight2OneEncoder

set clk_period 1.0
set clk_io_pct 0.2

create_clock -name clk0 -period $clk_period

set non_clock_inputs [all_inputs -no_clocks]
set_input_delay [expr $clk_period * $clk_io_pct] -clock clk0 $non_clock_inputs
set_output_delay [expr $clk_period * $clk_io_pct] -clock clk0 [all_outputs]
==> summary.txt <==
run results: status=finished clean, max cap viols=0, share of layout cells above drive strength 1=57.1%, area taken by flip-flops and latches=0 µm², yosys stat cell total=10, largest fanout on the critical path=1, final cell count without fillers=67, n_diodes=0, FP Core Util=around 1.3%, Initial DRC Count=1, critical path startpoint category=input pin, IO Count=11, Yosys Chip Area=between 40 and 50 µm², Setup crit end kind=output port, Seq share, synth=0%, end of the critical path=mux_select[0], largest net degree at the start of global routing=4, Port-buffer cells=10, initial antenna violation count=0, Total Routing Usage GR=less than 1%, Setup CP Type=input pin to output port, PD cells=around 250 nW/µm², Data arrival, critical path=a little under 800 ps, # clk buffers=0, DR vias=about 120, Antenna Nets Post-Route=0, crit path launch=one_hots[1], Yosys warning count=1, Area after DPL=203 µm², chip height=80 µm, cts hold-fix bufs=0, final hold vios=0, worst slew pin tran=217 ps, number of remaining DRC errors=0, routability cong.=approximately 0.81, Hold Slack=between 600 and 700 ps, # rows=21, minimum clock period=slightly below 1000 ps, mapped cell area=between 40 and 50 µm², Post-Synthesis Cells=10, RSZ-0062 raised after global routing=true, Pre-antenna DRT Iters=2, Placed Instances=~66, most instantiated logic cells after routing=5 x buf_2, 3 x clkdlybuf4s15_1, 2 x a21oi_1, 2 x nand2_1, via/cell ratio=~1.7, first-pass GRT wire length=just over 500 µm, max_slew headroom=85.4%, maximum VDD drop=approximately 0.022 mV, DP HPWL=approximately 260 µm, Worst Hold Class=input pin to output port, highest clock rate=between 1000 and 1500 MHz, post-route setup TNS=0 ps, layout filler cell count=between 400 and 500, OpenROAD warnings=34, vias in the first global route=114, chip area=~6400 µm², syn_area_per_cell=4.50 µm², Routed WL=approximately 330 µm, core area=3420 µm², crit path DRT=approximately 800 ps, final period utilization=between 90% and 100%, Setup Viol. Count Final=0, width of the die=approximately 80 µm, Commonest Layout Cell=buf_2, Overflow after GRT=0, Lkg Pwr=between 0.00007 and 0.00008 µW, area grow syn2layout=350%, Slew Limit Fails=0, flop count=0, Synth cell types=7, fin area=203 µm², Avg WL per Cell=roughly 4.9 µm
-- report_power, final --
group	leakage (µW)	switching (µW)	internal (µW)
Combinational	0.0000710	20.6	30.2
Sequential	0	0	0
Clock	0	0	0
-- per-stage QoR --
step	util, %	power, µW	worst slack, ps
2_1_floorplan	-	8.98	372
3_3_place_gp	5.93	52.0	-603
3_5_place_dp	5.93	52.7	-636
4_1_cts	5.82	45.9	5.25
5_1_grt	5.93	56.4	-17.6
6_report	5.93	50.8	22.0
-- logic make-up (layout without fill, tap and decap cells) --
family / Yosys count / after routing / share of synthesized area (%)
buffers and inverters: 2 / 13 / 16.7
AOI/OAI and AO/OA: 4 / 4 / 50.0
and+or+nand+nor: 4 / 4 / 33.3
-- worst min-delay path by stage --
stage / start / endpoint / cells after the start
finish: one_hots[4] / mux_select[0] / 3
global route: one_hots[4] / mux_select[0] / 3
CTS: one_hots[4] / mux_select[0] / 3
-- cells in the mapped netlist --
cell type,instances,area share [%]
clkinv_1,1,8.3
o31ai_1,1,17
inv_1,1,8.3
a21oi_1,2,22
nor2_1,2,17
o21ai_0,1,11
nand2_1,2,17
-- layer usage --
metal | global-route usage, % | wire, µm
met1 | 1.58 | 180
met5 | 0 | 0
met2 | 1.04 | 83
met3 | 0.341 | 64
met4 | 0 | 0
-- layout make-up --
type	count	area (µm²)	area share [%]
timing repair buffer	11	85.1	42.0
multi-input combinational	8	51.3	25.3
inverter	2	8.76	4.32
tap	46	57.6	28.4
-- timing repair --
| item | in CTS | in global routing |
|---|---|---|
| buffers inserted | 1 | 0 |
| gates cloned | 0 | 0 |
| pin swaps | 6 | 4 |
| resized | 33 | 7 |
| endpoints found under the setup margin | 3 | 3 |
-- worst max-delay path: stages --
cell,delay [ps]
clkdlybuf4s15_1,160
a21oi_1,60
o31ai_1,210
buf_2,140
No activity file was given, so power comes from the tool's default toggle rates.
