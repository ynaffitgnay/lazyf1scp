==> ./config.mk <==
export PLATFORM = sky130hd
export DESIGN_NAME = TwoInputMux
export DESIGN_NICKNAME = TwoInputMux
export VERILOG_FILES = /design/flow/design.v
export SDC_FILE = /design/flow/constraint.sdc
export NUM_CORES = 4
export LEC_CHECK = 1
export CORE_AREA = 10 10 83 83
export DIE_AREA = 0 0 93 93
==> ./constraint.sdc <==
current_design TwoInputMux

set clk_period 1.0
set clk_io_pct 0.2

create_clock -name clk0 -period $clk_period

set non_clock_inputs [all_inputs -no_clocks]
set_input_delay [expr $clk_period * $clk_io_pct] -clock clk0 $non_clock_inputs
set_output_delay [expr $clk_period * $clk_io_pct] -clock clk0 [all_outputs]
==> ./design.v <==
package UserParams;
parameter NUM_APPS = 1;
parameter CONFIG_APPS = 4;
endpackage
package ShellTypes;
parameter USE_ECC                 = 0;
parameter AVL_ADDR_WIDTH          = 26;
parameter AVL_DATA_WIDTH          = USE_ECC == 1 ? 512 : 576;
parameter AVL_SPARE_WIDTH         = USE_ECC == 1 ? 0   : 64;
parameter AVL_BE_WIDTH            = USE_ECC == 1 ? 64  : 72;
parameter AVL_SIZE                = 7;
parameter NUM_UMI                 = 1;
parameter UMI_ADDR_WIDTH          = 64;
parameter UMI_DATA_WIDTH          = USE_ECC == 0 ? 576 : 512;
parameter UMI_SPARE_WIDTH         = USE_ECC == 0 ?  64 :   0;
parameter UMI_MASK_WIDTH          = UMI_DATA_WIDTH / 8;
parameter PCIE_DATA_WIDTH         = 128;
parameter PCIE_SLOT_WIDTH         = 16;  
parameter PCIE_PAD_WIDTH          = $clog2(PCIE_DATA_WIDTH/8);
typedef struct packed {
	logic                      valid;
	logic                      isWrite;
	logic [UMI_ADDR_WIDTH-1:0] addr;
	logic [UMI_DATA_WIDTH-1:0] data;
} MemReq;
typedef struct packed {
	logic                      valid;
	logic [UMI_DATA_WIDTH-1:0] data;
} MemResp;
typedef struct packed {
	logic                       valid;
	logic                       isWrite;
	logic [31:0]                addr;
	logic [63:0]                data;
} SoftRegReq;
typedef struct packed {
	logic                       valid;
	logic [63:0]                data;
} SoftRegResp;
typedef struct packed {
	logic                       valid;
	logic [PCIE_DATA_WIDTH-1:0] data;
	logic [PCIE_SLOT_WIDTH-1:0] slot;
	logic [PCIE_PAD_WIDTH-1:0]  pad;
	logic                       last;
} PCIEPacket;
endpackage
module TwoInputMux #(parameter WIDTH = 64)
(
	input[WIDTH-1:0] data0,
	input[WIDTH-1:0] data1,
	input select,
	output logic[WIDTH-1:0] out
);
	always_comb begin
		if (select == 1'b1) begin
			out = data1;
		end else begin
			out = data0;
		end	
	end
endmodule
==> ./run.sh <==
#!/bin/bash
# OpenROAD 26Q1-2900-gdf79404cd8, Yosys 0.63+post, stock flow scripts
make -C /OpenROAD-flow-scripts/flow DESIGN_CONFIG=/design/flow/config.mk WORK_HOME=/design/flow/orfs finish
==> results_dict.tcl <==
# flow metrics
set metrics [dict create \
    num_io_pins 193 \
    ys_top_cells_by_count "60 x sky130_fd_sc_hd__mux2_4, 6 x sky130_fd_sc_hd__buf_12, 4 x sky130_fd_sc_hd__mux2_2" \
    timing.critical_path.cells "buf_12 -> buf_12 -> buf_4 -> mux2_4 -> buf_2" \
    global_route_wire_length_before_repair_um 9577 \
    area.sequential_um2 0 \
    grt_antenna_before_repair 1 \
    layout_min_cycle_time_ns 1.185 \
    finalWeightedCongestion 0.7893 \
    synth.cellmix.xorXnorShare_pct 0 \
    worst_path_max_delay_cell "sky130_fd_sc_hd__mux2_4" \
    worst-endpoint-required_ns 0.80 \
    synthTopLogicFamily "multiplexers" \
    clock.fmax_mhz 843.7 \
    synth_top_area_share_pct 83.62 \
    tightestPinTransition_ns 0.1206 \
    totalNegativeSetupSlack_ns -6.059 \
    yosysUniqueCellTypes 4 \
    yosys.area_share.simple_pct 0 \
    synthDominantAreaCellType "sky130_fd_sc_hd__mux2_4" \
    timing.critical_path.fanout_max 7 \
    first_global_vias 1548 \
    setup_viol 64 \
    critPathCaptureType "output pin" \
    ys_warn_count 1 \
    placed_cells_incl_taps 334 \
    detailroute.via_count 1346 \
    synth_top_cell_by_count "sky130_fd_sc_hd__mux2_4" \
    log.warning_count 35 \
    layout-drive-gt1-share_pct 53.11 \
    postRouteWirelength_um 6747 \
    overall_overflow_remaining_after_global_route 0 \
    flip_flop_and_latch_count 0 \
    netlist_top_cells_area "sky130_fd_sc_hd__mux2_4 84%, sky130_fd_sc_hd__buf_12 11%, sky130_fd_sc_hd__mux2_2 4.2%, sky130_fd_sc_hd__buf_6 1.0%" \
    netlist_area_um2 1077 \
    relSlewSlack_pct 91.96 \
    globalRouteTotalUtil_pct 14.43 \
    die_outline_width_um 93 \
    share_clk_of_total_power_pct 0 \
    comb_power_share_pct 100.0 \
    p_leak_nw 1.699 \
    synth-cells-yosys 71 \
    drt.antenna.violating_nets 0 \
    grt_start_max_net_pins 15 \
    worst_path_largest_cell_delay_ns 0.28 \
    whs_endpoint "out[18]" \
    core_area_um2 5140 \
    powerDensity_nw_per_um2 400.1 \
    postSynthCellCount 71 \
    start_kind "primary input" \
    crit_top_cell "sky130_fd_sc_hd__buf_12" \
    flow.area_growth_from_synthesis_pct 183.0 \
    std_cell_rows 26 \
    route.detailed.drc 0 \
    failing_checks "setup timing" \
    p_total_mw 1.220 \
    yosysChipArea_um2 1077 \
    wl_per_cell_um 19.61 \
    detail_route.iter0.violations 16 \
    ir_drop_uv 215.0 \
    worst_hold_start "data1[18]" \
    switchingPower_uw 285.8 \
    hp-class "primary input to output pin" \
    detailedPlacementHpwl_um 6165 \
    hold_path_depth 3 \
    nClkBuffers 0 \
    timing.max_cap.violations 0 \
    floorplan.initialDensity_pct 20.96 \
    via_density_per_instance 3.913 \
    avgSynthCellArea_um2 15.17 \
    grt_setup_unrepaired "true" \
    synth_sequential_area_ratio_pct 0 \
    sequential_fraction_of_design_power_pct 0 \
    synth.area.mux_share_pct 87.80 \
    layout.cells.non_filler 344 \
    synth-adder-area-share_pct 0 \
    slew_violations 0 \
    internal_power_uw 934.3 \
    status "finished with violations" \
    cp.arrival_ns 0.99 \
    drt-pass1-iter-count 2 \
    floorplan.die_area_um2 8649 \
    aoi_share_pct 0 \
    timing.final.crit_share_pct 118.5 \
    finalHoldViolCount 0 \
    die.size.y_um 93 \
    port_buffers 193 \
    sw_frac_of_total_pct 23.42 \
    finalWorstSetupSlack_ns -0.1852 \
    crit_path_class "primary input to output pin" \
]
==> critical path, delay by kind of cell <==
| kind | cells | cell delay (ns) |
|---|---|---|
| buf+inv | 4 | 0.50 |
| mux | 1 | 0.28 |
==> power by group through the flow <==
stage / logic, mW / registers, mW / clock network [mW]
after CTS: 1.23 / 0 / 0
after global routing: 1.31 / 0 / 0.000000134
final: 1.22 / 0 / 0.000000134
==> cell usage in the layout, fill, tap and decap left out, drive strengths merged <==
| cell | n |
|---|---|
| mux2 | 64 |
| clkdlybuf4s50 | 7 |
| dlymetal6s2s | 5 |
| diode | 1 |
| dlygate4sd2 | 116 |
| buf | 81 |
==> per-stage QoR <==
stage | area (um^2) | hold WS [ns] | setup slack (ns) | util, %
after global placement | 3065 | 1.234 | -0.5496 | 59.64
after CTS | 2998 | 0.7367 | -0.1807 | 58.33
after global routing | 3049 | 0.7167 | -0.2019 | 59.32
after detailed placement | 3065 | 1.228 | -0.5467 | 59.64
after floorplan | 1077 | 0.4977 | 0.002550 | -
final | 3049 | 0.6908 | -0.1852 | 59.32
==> per-layer routing <==
metal | track usage [%] | vias to the layer above | share of wire [%]
met5 | 0 | - | 0
met4 | 0 | 0 | 0
met2 | 29.09 | 77 | 58
li1 | - | 678 | -
met1 | 14.34 | 591 | 33
met3 | 5.331 | 0 | 9.6
==> cell type report <==
class	instances	area, um^2
diodes	1	2.502
repair buffers	209	2002
fillers	506	2091
multi-input cells	64	957.2
well taps	70	87.58
==> worst max path at each step <==
| stage | start | endpoint | slack (ns) | depth (start not counted) |
|---|---|---|---|---|
| 6_report | select | out[5] | -0.19 | 5 |
| 4_1_cts | select | out[5] | -0.18 | 5 |
| 5_1_grt | select | out[5] | -0.20 | 5 |
==> timing repair <==
action	CTS	global route
pin swaps	0	0
endpoints found under the setup margin	64	64
cloned	2	0
hold buffers	0	0
buffers inserted	6	1
resized	377	10
hold endpoints to repair	0	0
==> cell families after synthesis <==
| kind of cell | after synthesis |
|---|---|
| multiplexers | 64 |
| buffers and inverters | 7 |
Power is estimated from default activity; no workload was simulated.
